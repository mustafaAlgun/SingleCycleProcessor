`design/flow/run.sh`:
```
#!/bin/bash
# OpenROAD 26Q1-2900-gdf79404cd8, Yosys 0.63+post, stock flow scripts
make -C /OpenROAD-flow-scripts/flow DESIGN_CONFIG=/design/flow/config.mk WORK_HOME=/design/flow/orfs finish
```
`design/flow/config.mk`:
```
export PLATFORM = sky130hd
export DESIGN_NAME = MUX_4x1
export DESIGN_NICKNAME = MUX_4x1
export VERILOG_FILES = /design/flow/design.v
export SDC_FILE = /design/flow/constraint.sdc
export NUM_CORES = 4
export LEC_CHECK = 1
export CORE_AREA = 10 10 84 84
export DIE_AREA = 0 0 94 94
export SYNTH_HDL_FRONTEND = slang
```
`design/flow/constraint.sdc`:
```
current_design MUX_4x1

set clk_period 1.0
set clk_io_pct 0.2

create_clock -name clk0 -period $clk_period

set non_clock_inputs [all_inputs -no_clocks]
set_input_delay [expr $clk_period * $clk_io_pct] -clock clk0 $non_clock_inputs
set_output_delay [expr $clk_period * $clk_io_pct] -clock clk0 [all_outputs]
```
`design/flow/design.v`:
```
module MUX_4x1 #(parameter W=32) (Input0,
											 Input1,
											 Input2,
											 Input3,
											 SELECT,
											 DataOut);
input [1:0] SELECT;
input [W-1:0] Input0,Input1,Input2,Input3;
output reg [W-1:0] DataOut;
always @(*) begin
	case(SELECT)
		2'b00: DataOut=Input0;
		2'b01: DataOut=Input1;
		2'b10: DataOut=Input2;
		2'b11: DataOut=Input3;
	endcase
end
endmodule
```
==> Slide: Implementation Results <==
Flow Results at a Glance

Detailed routing
  – WL final: about 6500 µm
  – Detail Route Antenna Nets: 0
  – Routed len/inst: roughly 24 µm
  – Vias: around 1200
  – Post-DR vias/cell: between 4 and 5
  – Detailed-router iteration count before antenna repair: 4
  – Initial DRC Count: 19
  – DRC Markers: 0

Finish
  – Most numerous logic cell after layout: dlygate4sd2_1
  – Multi-input gate area: around 720 µm²
  – Storage element area: 0 µm²
  – Final Core Density: roughly 45%
  – Fill cells: around 560
  – P&R area growth vs syn: 187%
  – Most instantiated logic cells after routing: dlygate4sd2_1 (128), mux4_2 (32), buf_2 (31)
  – Flop count: 0
  – Share of layout cells above drive strength 1: 36.6%
  – Clock buffer cells: 0

Global routing
  – Initial antenna violation count: 1
  – Largest net degree at the start of global routing: 17
  – Overflow after GRT: 0
  – First-pass GRT wire length: about 9300 µm
  – Vias in the first global route: 1453
  – GRT Total Usage: between 10% and 20%

Power
  – Int Pwr: roughly 630 µW
  – Combinational share of power: ~100%
  – Worst vdd ir: 0.203 mV
  – Psw: 228 µW
  – Reg power frac: 0%
  – Pwr dens: 368 nW/µm²
  – Leak Pwr: about 0.0011 µW
  – Sw Share: 26.6%
  – Clk network pwr share: 0%

Yosys
  – Cell count after synthesis: 39
  – Library cells used by synthesis: 5
  – YS warnings: 0
  – Cell area after synthesis: between 800 and 900 µm²
  – Yosys cell count: 39
  – Average cell area after synthesis: between 20 and 25 µm²
  – Synth Seq Share: 0%
  – Synthesis area per yosys: 815 µm²

Floorplanning
  – Chip area: around 8800 µm²
  – Vert. Die Dim: around 94 µm
  – Die X: between 90 and 100 µm
  – FP Util: approximately 16%
  – Area of the core: between 5000 and 6000 µm²
  – Std-Cell Rows: 26
  – Top-level I/O count: about 160

STA
  – RSZ-0062 raised after global routing: true
  – Final Hold Vio Count: 0
  – WHS: ~880 ps
  – Count of final setup violators: 32
  – Final setup margin: -320 ps
  – Slew margin rel.: about nine tenths
  – Fin crit share: 132%
  – Slew Limit Fails: 0
  – Final Critical Period: ~1300 ps
  – Slew @ Worst Pin: roughly 160 ps
  – FMAX: about 0.76 GHz

Setup path
  – Crit end category: output port
  – Worst path cell trace: buf_16 -> buf_16 -> mux4_2 -> buf_2
  – Worst path most repeated cell: buf_16
  – WP data arrival: approximately 1100 ps
  – Critical path's largest stage delay: slightly above 500 ps
  – Worst endpoint required time: 800 ps
  – CP max-delay cell: mux4_2
  – Type of origin of the critical path: input port
  – Max FO, Critical Path: 6
  – CP Class: input port to output port

Outcome
  – Status: finished with violations
  – Failing checks: negative setup slack

Place
  – Gpl congestion: roughly 0.83
  – DPL Wire Length: between 5000 and 6000 µm
  – Worst slack, placed: -923 ps
  – # port buffers: around 160

Worst hold path
  – HP Class: input port to output port

Run
  – Max_cap viols: 0
  – Tool warnings: 35

Clock tree
  – Hold buffer count at cts: 0
  – Post-CTS setup buffer count: 0
## layer usage
| metal | global-route usage, % | part of all wire (%) | wire, µm |
|---|---|---|---|
| met5 | 0 | 0 | 0 |
| met4 | 0.886 | 0.72 | 47 |
| met3 | 4.93 | 8.6 | 556 |
| met2 | 25.9 | 56 | 3620 |
| met1 | 16.3 | 35 | 2270 |
## cells by family after synthesis
group,synth area share (%)
buffers and inverters,10.6
muxes,89.4
## cells in the mapped netlist
library cell / instances / area, µm²
mux4_2: 30 / 676
buf_12: 3 / 60.1
buf_2: 3 / 15.0
mux4_1: 2 / 52.6
buf_6: 1 / 11.3
## through the flow
stage | cell area [µm²] | instances | TNS (ps) | power, µW
floorplan | 823 | 39 | -2750 | 287
CTS | 2330 | 272 | -9670 | 880
global placement | 2490 | 267 | -28580 | 1090
global route | 2330 | 273 | -10350 | 927
detailed placement | 2490 | 267 | -28610 | 1090
finish | 2330 | 273 | -9310 | 859
## path summary, 6_finish.rpt
kind | startpoint | end | slack, ps | depth (start not counted)
max | SELECT[0] | DataOut[26] | -320 | 4
min | Input0[1] | DataOut[1] | 880 | 3
## timing repair
action                                  4_1_cts  5_1_grt
gates cloned                                  5        0
resized                                     250        0
endpoints found under the setup margin       32       32
## critical path: cells and delay by family
kind / cells / cell delay [ps]
muxes: 1 / 510
buffers and inverters: 3 / 410
## area by class of cell
| class | count | area share, % |
|---|---|---|
| Antenna cell | 1 | 0.107 |
| Timing Repair Buffer | 170 | 65.3 |
| Multi-Input combinational cell | 32 | 30.9 |
| Tap cell | 70 | 3.75 |
## power groups by stage
stage | registers, µW | logic (µW) | clock network [µW]
6_report | 0 | 859 | 0.000134
5_1_grt | 0 | 927 | 0.000134
4_1_cts | 0 | 880 | 0
No activity file was given, so power comes from the tool's default toggle rates.
